`design.v`:
```
	module accumulate_romC (
	input wire clk,
	input wire reset,
	input wire [15:0] romC_qa,
	input wire [15:0] romC_qb,
	output wire [23:0] result
);
	reg [23:0] result_tmp;
	reg [23:0] count;
	always_ff @(posedge clk or negedge reset) begin
		if (!reset) begin 
			result_tmp <= 24'd0;
			count <= 24'd0;
		end
		else if (count <= 24'd129) begin
			result_tmp <=  romC_qa + romC_qb;
			count <= count + 24'd2;
			end
		else if (count > 24'd129) begin 
			result_tmp <= 24'd0;
			count <= count + 24'd2;
		end
	end 
	assign result = result_tmp;
endmodule
```
`run.sh`:
```
#!/bin/bash
# OpenROAD 26Q1-2900-gdf79404cd8, Yosys 0.63+post, stock flow scripts
make -C /OpenROAD-flow-scripts/flow DESIGN_CONFIG=/design/flow/config.mk WORK_HOME=/design/flow/orfs finish
```
`config.mk`:
```
export PLATFORM = sky130hd
export DESIGN_NAME = accumulate_romC
export DESIGN_NICKNAME = accumulate_romC
export VERILOG_FILES = /design/flow/design.v
export SDC_FILE = /design/flow/constraint.sdc
export NUM_CORES = 4
export LEC_CHECK = 1
export CORE_UTILIZATION = 50
```
`constraint.sdc`:
```
current_design accumulate_romC

set clk_period 5.9
set clk_io_pct 0.2

create_clock -name clk0 -period $clk_period [get_ports {clk}]

set non_clock_inputs [all_inputs -no_clocks]
set_input_delay [expr $clk_period * $clk_io_pct] -clock clk0 $non_clock_inputs
set_output_delay [expr $clk_period * $clk_io_pct] -clock clk0 [all_outputs]
```
==> metrics.yaml <==
run_status:
  outcome: "complete, no violations"
floorplan:
  die_y_um: 71.3
  chipArea_sq_um: 5080
  core_sq_um: 4470
  fp-utilization: 0.536
  placementRows: 24
  die_w_um: 71.3
  io_pins: 58
synth:
  synth-compound-area-share: 0.137
  ys_sh_adder: 0.0970
  avgSynthCellArea_sq_um: 9.88
  synth-edff-count: 0
  ff_type: "dfrtp_1"
  async_flop_share: 1.00
  ys_cells: 243
  top_logic_kind: "simple AND/OR/NAND/NOR gates"
  synth_cell_types: 47
  simple_gate_share: 0.185
  top_area_cell: "dfrtp_1"
  xor_share: 0.102
  ys_sh_mux: 0
  ys_seq_share: 0.417
  yosysWarnings: 1
  yosys-stat-area_sq_um: 2400
  synth_area_sq_um: 2400
  top_area_frac: 0.417
  syn_inst: 243
  synth.area.top_cells: "dfrtp_1, ha_1, xnor2_1"
  numSynthFlops: 40
worst_hold_path:
  holdPathEnd: "count[23]"
  hold_depth: 1
  min_path_type: "register to register"
  min_from: "count[23]"
worst_setup_path:
  timing.rr.end: "count[23]"
  worstSetupPathType: "primary input to register"
  reg2reg_from: "count[1]"
  crit_path_end_kind: "register"
  cp-start-kind: "primary input"
  arrival_ns: 3.26
  r2r_setup_slack_ns: 4.16
  reg2reg_depth: 6
  crit_required_ns: 6.04
  crit_fanout: 4
grt:
  grt_pass1_wl_mm: 7.60
  antenna_found_initial: 0
  grt_max_degree: 41
  grt_pass1_vias: 1806
  grt_overflow: 0
  grt_usage: 0.191
cts:
  cts_tree: "done"
  cts_buffers: 5
  cts.clk_slew.worst_paths_ns: 0.07
  htreeDepth: 2
  cts_resized: 0
  clock-root-buffer: "clkbuf_8"
  cts_sinks: 40
  cts.path.max_buffers: 2
  clk_latency_ns: 0.28
  hold_buffers: 0
  cts_setup_buffers: 0
drt:
  drt_iter0_drc: 66
  drcViolationCount: 0
  routed_via_density: 5.35
  vias: 1858
  antenna_left: 0
  num_antenna_cells: 0
  post_drt_wl_per_cell_um: 12.3
  drt-total-wl_mm: 4.28
  first_pass_iters: 4
pwr:
  leakagePower_nw: 1.34
  power-per-cell-area_nw_per_um2: 216
  max-vdd-ir-drop_v: 0.000102
  power_mw: 0.643
sta:
  clock.fmax_mhz: 321
  hold_violations: 0
  rsz0062_at_grt: "no"
  maxSlewViolCount: 0
  relSlewSlack: 0.597
  setup_viol_count_final: 0
  worst_clock_skew_ns: 0.00187
  finalCritPeriodShare: 0.527
  period_needed_ns: 3.11
  fin_tns_setup_ns: 0
  worst_pin_slew_ns: 0.605
run:
  cap_violations: 0
  warnings: 26
placement:
  portBuffers: 50
  gp_congestion: 0.919
  hpwl_mm: 3.30
cells_and_area:
  final_cell_mix: "clkdlybuf4s50_1, dfrtp_1, nor2_1"
  layout-drive-gt1-share: 0.0644
  areaGrowthSynthToFinish_pct: 23.8
  lay_top_count: "clkdlybuf4s50_1"
==> critical path, stage by stage <==
cell,delay (ns)
clkdlybuf4s50_1,0.42
ha_1,0.32
a211oi_2,0.27
o21bai_2,0.12
a2111oi_2,0.55
or4_1,0.21
a21o_1,0.13
a21oi_2,0.05
==> registers in the layout, indices dropped and copies added (netlist names) <==
register,flops
count,23
result_tmp,17
==> through the flow <==
| stage | worst slack (ns) | cell area [sq um] | util | instances | hold slack [ns] |
|---|---|---|---|---|---|
| after floorplan | 3.12 | 2420 | - | 249 | 0.447 |
| after global placement | 2.52 | 2880 | 0.643 | 339 | 0.465 |
| after detailed placement | 2.49 | 2880 | 0.643 | 339 | 0.469 |
| after CTS | 2.81 | 2970 | 0.664 | 347 | 0.479 |
| after global routing | 2.68 | 2970 | 0.664 | 347 | 0.504 |
| final | 2.79 | 2970 | 0.664 | 347 | 0.473 |
==> logic make-up (layout without fill, tap and decap cells) <==
logic type,after synthesis,after routing
other,1,7
AOI/OAI and AO/OA,44,44
DFF,40,40
and+or+nand+nor,90,90
xor gates and xnor gates,28,28
adders and majority gates,18,18
buffers and inverters,22,68
==> layer usage <==
metal,global-route usage,vias to the layer above,share of wire
li1,-,946,-
met1,0.270,854,0.46
met2,0.333,56,0.49
met3,0.0285,2,0.049
met4,0.0244,0,0.0084
met5,0,-,0
==> how the worst max path moves through the flow <==
stage | cells past startpoint | startpoint | end | slack (ns)
5_1_grt | 10 | romC_qa[0] | result_tmp[8] | 2.68
6_report | 8 | romC_qa[1] | result_tmp[15] | 2.79
4_1_cts | 8 | romC_qa[1] | result_tmp[11] | 2.81
==> Yosys cell counts (2+ instances only) <==
library cell  instances
buf_4                 7
nor2_1               27
a21o_1                5
o31ai_1               5
o21ai_0               2
and3_1                7
inv_1                 9
dfrtp_1              40
xnor2_1              21
ha_1                 17
nor4_1                6
xor2_1                7
nand3_1              11
buf_6                 3
nor3_1                7
nand2_1              16
a21oi_1              11
nor2b_1               3
o21a_1                5
a211oi_1              2
nand4_1               6
==> report_power, final <==
group          internal [mW]  switching [mW]  leakage (nW)
combinational         0.0962          0.0656         0.780
clock                 0.0932          0.0869        0.0510
sequential             0.295         0.00585         0.508
==> area by class of cell <==
cell class              instances  area (sq um)
clock inverters                 2          10.0
multi-input cells             187          1270
fillers                       372          1500
well taps                      52          65.1
flip-flops and latches         40          1000
clock buffers                   6          82.6
inverters                       9          33.8
repair buffers                 51           503
Power is estimated from default activity; no workload was simulated.
