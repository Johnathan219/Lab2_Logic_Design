===== ./config.mk =====
export PLATFORM = sky130hd
export DESIGN_NAME = accumulate_all
export DESIGN_NICKNAME = accumulate_all
export VERILOG_FILES = /design/flow/design.v
export SDC_FILE = /design/flow/constraint.sdc
export NUM_CORES = 4
export LEC_CHECK = 1
export CORE_UTILIZATION = 30

===== ./constraint.sdc =====
current_design accumulate_all

set clk_period 12.6
set clk_io_pct 0.2

create_clock -name clk0 -period $clk_period [get_ports {clk}]

set non_clock_inputs [all_inputs -no_clocks]
set_input_delay [expr $clk_period * $clk_io_pct] -clock clk0 $non_clock_inputs
set_output_delay [expr $clk_period * $clk_io_pct] -clock clk0 [all_outputs]

===== ./design.v =====
module accumulate_all (
	input wire clk,
	input wire reset,
	input wire [23:0] romC,
	input wire [16:0] romAxB,
	input wire [16:0] romAxB1,
	input wire [16:0] romAxB2,
	input wire [16:0] romAxB3,
	input wire [16:0] romAxB4,
	input wire [16:0] romAxB5,
	input wire [16:0] romAxB6,
	input wire [16:0] romAxB7,
	input wire [16:0] romAxB8,
	input wire [16:0] romAxB9,
	input wire [16:0] romAxB10,
	input wire [16:0] romAxB11,
	input wire [16:0] romAxB12,
	input wire [16:0] romAxB13,
	input wire [16:0] romAxB14,
	input wire [16:0] romAxB15,
	output logic done,
	output logic [23:0] function_Y
	);
	reg [23:0] function_tmp;
	reg [13:0] count;
	always_ff @(posedge clk or negedge reset) begin 
		if (!reset) begin
			function_tmp <= 24'd0;
			count <= 14'd0;
		end
		else begin
			if (count <= 14'd513) begin 
				function_tmp <= romC + romAxB + romAxB1 + romAxB2 + romAxB3 + romAxB4 + romAxB5 
									+ romAxB6 + romAxB7 + romAxB8 + romAxB9 + romAxB10 + romAxB11 + romAxB12 + romAxB13
									+ romAxB14 + romAxB15 + function_tmp;
				count <= count + 14'd1;
				done <= 1'b0;
			end 
			else if (count > 14'd513) begin
				done <= 1'b1;
				count <= count;
				function_tmp <= function_tmp;
			end
		end
	end 
	assign function_Y = function_tmp;
endmodule

===== ./run.sh =====
#!/bin/bash
# OpenROAD 26Q1-2900-gdf79404cd8, Yosys 0.63+post, stock flow scripts
make -C /OpenROAD-flow-scripts/flow DESIGN_CONFIG=/design/flow/config.mk WORK_HOME=/design/flow/orfs finish

==> impl_metrics.xml <==
<?xml version="1.0" encoding="UTF-8"?>
<metrics>
  <group name="logic_synthesis">
    <metric name="yosysUniqueCellTypes" unit="">48</metric>
    <metric name="mapped_cells" unit="">1025</metric>
    <metric name="synth.area.top_cells" unit="">sky130_fd_sc_hd__fa_1 (53%), sky130_fd_sc_hd__inv_1 (17%), sky130_fd_sc_hd__dfrtp_1 (9.4%)</metric>
    <metric name="synth_flop_count" unit="">39</metric>
    <metric name="synth.top_cell.area_share" unit="">0.530</metric>
    <metric name="asyncSetResetFlopFracSynth" unit="">0.974</metric>
    <metric name="synth.yosys.warnings" unit="">1</metric>
    <metric name="yosys_cells" unit="">1025</metric>
    <metric name="yosys_most_used_dff" unit="">sky130_fd_sc_hd__dfrtp_1</metric>
    <metric name="post_synthesis_instance_area" unit="um2">10200</metric>
    <metric name="syn-mean-instance-area" unit="um2">9.91</metric>
    <metric name="flip_flops_with_a_built_in_enable" unit="">1</metric>
    <metric name="yosys-stat-area" unit="um2">10200</metric>
    <metric name="synth_sequential_area_ratio" unit="">0.0966</metric>
    <metric name="synth_area_leader_cell" unit="">sky130_fd_sc_hd__fa_1</metric>
  </group>
  <group name="critical_path">
    <metric name="criticalPathCategory" unit="">in2reg</metric>
    <metric name="max_stage_delay" unit="ns">0.55</metric>
    <metric name="cp-end-kind" unit="">flip-flop</metric>
    <metric name="worstReg2RegEnd" unit="">function_tmp[23]</metric>
    <metric name="worstSetupStartpointType" unit="">primary input</metric>
    <metric name="worstPathRequired" unit="ns">12.80</metric>
    <metric name="worst_r2r_startpoint" unit="">function_tmp[8]</metric>
    <metric name="timing.critical_path.cells" unit="">clkdlybuf4s50_1 -&gt; inv_1 -&gt; fa_1 -&gt; inv_1 -&gt; fa_1 -&gt; inv_1 -&gt; fa_1 -&gt; inv_1 -&gt; fa_1 -&gt; fa_1 -&gt; inv_1 -&gt; fa_1 -&gt; inv_1 -&gt; ha_1 -&gt; a2111oi_2 -&gt; o21ai_1 -&gt; a32oi_2 -&gt; o21ai_2 -&gt; a2111o_1 -&gt; o21ai_2 -&gt; xor2_1</metric>
    <metric name="r2r_slack" unit="ns">7.50</metric>
    <metric name="r2r.worst_path.cells" unit="">17</metric>
    <metric name="cpMaxStageDelayCell" unit="">sky130_fd_sc_hd__fa_1</metric>
    <metric name="cp-startpoint" unit="">romAxB11[7]</metric>
    <metric name="worst-endpoint-arrival" unit="ns">8.23</metric>
    <metric name="peak_fanout_along_the_critical_path" unit="">6</metric>
  </group>
  <group name="layout">
    <metric name="stdcell_count" unit="">1792</metric>
    <metric name="final_util" unit="">0.419</metric>
    <metric name="final_common_cell" unit="">sky130_fd_sc_hd__inv_1</metric>
    <metric name="layout.cells.most_common_list" unit="">sky130_fd_sc_hd__inv_1 (461), sky130_fd_sc_hd__clkdlybuf4s50_1 (321), sky130_fd_sc_hd__fa_1 (269)</metric>
    <metric name="synthToLayoutAreaGrowth" unit="%">38.1</metric>
    <metric name="drive_gt1_frac" unit="">0.0193</metric>
  </group>
  <group name="clock_network">
    <metric name="cts.htree.levels" unit="">2</metric>
    <metric name="post-cts-setup-buffer-count" unit="">0</metric>
    <metric name="clock.latency.late_pin" unit="ns">0.28</metric>
    <metric name="clock_pin_slew_of_the_registers_on_the_worst_case_setup_and_hold_paths" unit="ns">0.06</metric>
    <metric name="cts_tree" unit="">done</metric>
    <metric name="clk_root_buffer_cell" unit="">sky130_fd_sc_hd__clkbuf_16</metric>
    <metric name="tritoncts.num_buffers" unit="">5</metric>
    <metric name="cts-hold-fix-buffers" unit="">0</metric>
    <metric name="clock_tree.buffer_depth" unit="">2</metric>
    <metric name="clock_sink_count" unit="">39</metric>
    <metric name="cts_resizes" unit="">0</metric>
  </group>
  <group name="floorplan">
    <metric name="rows" unit="">67</metric>
    <metric name="i_o_pins" unit="">323</metric>
    <metric name="core_area" unit="um2">33400</metric>
    <metric name="fp.dieArea" unit="um2">34600</metric>
    <metric name="dieWidth" unit="um">186</metric>
    <metric name="fp-utilization" unit="">0.304</metric>
    <metric name="die_h" unit="um">186</metric>
  </group>
  <group name="run">
    <metric name="warning_count" unit="">27</metric>
    <metric name="max-cap-violations" unit="">0</metric>
  </group>
  <group name="sta">
    <metric name="rsz0062_at_grt" unit="">no</metric>
    <metric name="timing.setup.tns" unit="ns">0</metric>
    <metric name="fmax" unit="MHz">125</metric>
    <metric name="worstMarginPinSlew" unit="ns">0.564</metric>
    <metric name="slew-limit-headroom" unit="">0.624</metric>
    <metric name="setup_skew" unit="ns">0.00450</metric>
    <metric name="finalMaxSlewViolations" unit="">0</metric>
    <metric name="setup_violations" unit="">0</metric>
    <metric name="finalHoldViolCount" unit="">0</metric>
    <metric name="finalCriticalPeriod" unit="ns">8.03</metric>
    <metric name="period_used_share" unit="">0.637</metric>
  </group>
  <group name="global_routing">
    <metric name="antenna_violations_before_repair" unit="">2</metric>
    <metric name="globalRoute.totalOverflow" unit="">0</metric>
    <metric name="grt_util_met1" unit="">0.185</metric>
    <metric name="grt_most_used_layer" unit="">met2</metric>
    <metric name="global_route_wire_length_before_repair" unit="um">36900</metric>
    <metric name="use_met2" unit="">0.248</metric>
    <metric name="overall_fraction_of_global_route_tracks_in_use" unit="">0.144</metric>
    <metric name="grt_pass1_vias" unit="">7794</metric>
    <metric name="groute.layer.met3.usage" unit="">0.0504</metric>
    <metric name="grt_max_degree" unit="">55</metric>
  </group>
  <group name="hold_path">
    <metric name="hold_path.class" unit="">reg2reg</metric>
    <metric name="hold_depth" unit="">0</metric>
    <metric name="worst_hold_startpoint" unit="">count[11]</metric>
    <metric name="hold-path-endpoint" unit="">count[11]</metric>
  </group>
  <group name="drt">
    <metric name="dr_pass1_iterations" unit="">4</metric>
    <metric name="postRouteWirelength" unit="um">22700</metric>
    <metric name="n_antenna_cell" unit="">0</metric>
    <metric name="detailroute.via_count" unit="">7065</metric>
    <metric name="remaining_drc_errors" unit="">0</metric>
    <metric name="route.detailed.vias_per_inst" unit="">3.94</metric>
    <metric name="avgRoutedWirePerCell" unit="um">12.7</metric>
    <metric name="drt.antenna.violating_nets" unit="">0</metric>
    <metric name="drtIter0Drc" unit="">149</metric>
  </group>
  <group name="placement">
    <metric name="place.detailed.hpwl" unit="um">21600</metric>
    <metric name="buffer_ports.inserted" unit="">322</metric>
    <metric name="gp_congestion" unit="">0.880</metric>
    <metric name="placedCellCount" unit="">1785</metric>
  </group>
  <group name="status">
    <metric name="outcome" unit="">finished clean</metric>
  </group>
</metrics>
-- routing by layer --
metal	part of all wire	wire (um)
met1	0.37	8310
met2	0.51	11600
met3	0.12	2690
met4	0.0071	162
met5	0.00053	12
-- cell type report --
cell class                      count  area (um2)
Sequential cell                    39         981
Tap cell                          448         561
Fill cell                        3227       19400
Clock buffer                        7         133
Multi-Input combinational cell    513        7380
Inverter                          461        1730
Timing Repair Buffer              324        3230
-- critical path: cells and delay by family --
family / cells / cell delay, ns
adders and majority gates: 7 / 3.40
buffers and inverters: 7 / 0.77
xor gates and xnor gates: 1 / 0.16
AOI/OAI and AO/OA: 6 / 1.38
-- registers in the layout (all words and copies together) (netlist names) --
name / cells
count: 14
done: 1
function_tmp: 24
-- kinds of logic after synthesis --
logic type               share of synthesized area
AND-OR/OR-AND                               0.0489
XOR/XNOR                                    0.0285
multiplexers                               0.00875
buffers and inverters                        0.177
adder cells (fa/ha/maj)                      0.608
flip-flops                                  0.0966
AND/OR/NAND/NOR                             0.0329
-- synthesized netlist by cell type (3+ instances only) --
cell	n
sky130_fd_sc_hd__and4_1	3
sky130_fd_sc_hd__a2111oi_2	3
sky130_fd_sc_hd__nor2_1	9
sky130_fd_sc_hd__a21boi_0	3
sky130_fd_sc_hd__xnor2_1	22
sky130_fd_sc_hd__mux2_2	7
sky130_fd_sc_hd__fa_1	269
sky130_fd_sc_hd__ha_1	63
sky130_fd_sc_hd__clkbuf_1	6
sky130_fd_sc_hd__o21ai_1	4
sky130_fd_sc_hd__dfrtp_1	38
sky130_fd_sc_hd__a21o_1	9
sky130_fd_sc_hd__nand2_1	31
sky130_fd_sc_hd__nand3_1	3
sky130_fd_sc_hd__o21ai_0	24
sky130_fd_sc_hd__nand4_1	3
sky130_fd_sc_hd__inv_1	461
sky130_fd_sc_hd__a21oi_1	18
sky130_fd_sc_hd__xor2_1	11
-- through the flow --
| step | worst slack, ns | hold slack, ns | instance area (um2) |
|---|---|---|---|
| final | 4.57 | 0.373 | 14000 |
| after CTS | 4.53 | 0.376 | 14000 |
| after global routing | 4.29 | 0.381 | 14000 |
| after global placement | 4.30 | 0.357 | 13900 |
| after detailed placement | 4.24 | 0.362 | 13900 |
| after floorplan | 5.13 | 0.420 | 10200 |
-- worst max path at each step --
stage / endpoint / cells after the start
final: function_tmp[23] / 21
after global routing: function_tmp[23] / 21
after CTS: function_tmp[23] / 21
